**flow/config.mk**
```make
export PLATFORM = sky130hd
export DESIGN_NAME = adder_tree
export DESIGN_NICKNAME = adder_tree
export VERILOG_FILES = /design/flow/design.v
export SDC_FILE = /design/flow/constraint.sdc
export NUM_CORES = 4
export LEC_CHECK = 1
export CORE_UTILIZATION = 50
export SYNTH_HDL_FRONTEND = slang
```
**flow/constraint.sdc**
```tcl
current_design adder_tree

set clk_period 1.0
set clk_io_pct 0.2

create_clock -name clk0 -period $clk_period [get_ports {clk}]

set non_clock_inputs [all_inputs -no_clocks]
set_input_delay [expr $clk_period * $clk_io_pct] -clock clk0 $non_clock_inputs
set_output_delay [expr $clk_period * $clk_io_pct] -clock clk0 [all_outputs]
```
**flow/design.v**
```verilog
module adder_tree
#(
    parameter   NB_IN               = 8,
    parameter   IN_WIDTH            = 16,
    parameter   OUT_WIDTH           = IN_WIDTH+NB_IN,
    parameter   USE_PIPE            = 0
)
(
    input   wire                        clk,
    input   wire                        aresetn,
    input   wire [IN_WIDTH-1:0]         data_in[NB_IN-1:0],
    input   wire                        data_in_en,
    output  reg [OUT_WIDTH-1:0]        data_out,
    output  reg                        data_out_en
);
reg [OUT_WIDTH-1:0]        data_out_tmp;
integer i;
generate
    if (USE_PIPE==0) begin
        always @(posedge clk or negedge aresetn)
        begin
            if(!aresetn) begin
                data_out    <= { OUT_WIDTH {1'b0} };
                data_out_en <= 1'b0;
            end
            else begin
                data_out_tmp = 0;
                for(i=0;i<NB_IN;i++)begin
                    data_out_tmp = data_out_tmp+data_in[i];
                end
                data_out <= data_out_tmp;
                data_out_en <= data_in_en;
            end
        end
    end
    if (USE_PIPE==1) begin
        always @(posedge clk or negedge aresetn)
        begin
            if(!aresetn) begin
            end
            else begin
            end
        end
    end
endgenerate
endmodule
```
**flow/run.sh**
```bash
#!/bin/bash
# OpenROAD 26Q1-2900-gdf79404cd8, Yosys 0.63+post, stock flow scripts
make -C /OpenROAD-flow-scripts/flow DESIGN_CONFIG=/design/flow/config.mk WORK_HOME=/design/flow/orfs finish
```
==> flow_summary.yaml <==
# flow metrics
placement:
  gp_congestion: 0.792
  numPortBuffers: 150
  post-place-ws_ns: -3.47
  dp_hpwl_um: 6440
cts:
  htree_levels: 1
  clock-root-buffer: "clkbuf_8"
  cts_buffers: 3
  cts_sinks: 20
  cts_max_path_buffers: 2
  clkSlewWorstSetupHoldPaths_ns: 0.07
  cts_tree: "built"
logic_synthesis:
  postSynthAreaPerCell_um2: 9.27
  synth_cell_types: 40
  yosys_warnings: 0
  edf_count: 0
  synth_cells: 436
  ys_seq_elements: 20
  yosys_area_um2: 4040
  yosysSeqAreaShare_pct: 12.4
  flop_cell: "dfrtp_1"
  yosys_cells: 436
  syn_area_um2: 4040
  async_flop_share_pct: 100
power_and_ir_drop:
  finalPower_w: 0.0274
  max-vdd-ir-drop_uv: 2660
  p_per_area_nw_per_um2: 4250
  p_leak_nw: 3.53
timing:
  setup_slack_ns: -2.73
  max_freq_mhz: 268
  slew_violations: 0
  period_used_pct: 373
  grt_setup_unrepaired: "yes"
  setup_viol: 19
  finalHoldViolations: 0
  period_needed_ns: 3.73
detailed_routing:
  n_antenna_cell: 0
  wire_per_inst_um: 11.3
  drt_pass1_iterations: 4
  route.vias.total: 3239
  dr.first_iter.drc_count: 45
  routed_via_density: 4.41
  final_antenna_net_count: 0
  routed_wl_um: 8280
  drcViolationCount: 0
floorplanning:
  die_h_um: 91.9
  fp.coreArea_um2: 7770
  io-pin-count: 156
  dieWidth_um: 91.9
  die-area_um2: 8450
  initCoreUtil_pct: 52.1
  rows: 32
setup_path:
  worstPathCellList: "buf_6 > inv_2 > fa_1 > inv_2 > fa_1 > fa_1 > inv_2 > fa_1 > inv_2 > ha_4 > fa_2 > a21o_1 > a31o_4 > nand2_4 > o211ai_1 > a31o_1"
  slowest_delay_ns: 0.55
  start_kind: "input pin"
  slowest_stage: "fa_1"
  crit_path_end_kind: "register"
  critPathLaunch: "data_in[34]"
  cp_max_fo: 4
  required_ns: 1.15
  crit_arrival_ns: 3.88
  worstSetupPathType: "in -> reg"
  cp-endpoint: "data_out[18]$_DFF_PN0_"
job:
  maxCapViolCount: 0
  warning_count: 29
global_routing:
  grt_pass1_vias: 3579
  grt_first_pass_wirelength_um: 14100
  antenna_found_initial: 0
  grtUsageTotal_pct: 21.4
  grt_max_degree: 13
  gr-total-overflow: 0
layout:
  area_delta_synth_final_pct: 59.3
  fillCellCount: 453
  register_area_um2: 500
  combGateArea_um2: 3200
  drive_gt1_share_pct: 40.7
  utilization_pct: 82.9
outcome:
  status: "finished with violations"
  violations: "negative setup slack"
min_path:
  hold_path.class: "in -> async"
layout make-up:
class                           instances  share of cell area, %
Tap cell                              102                   1.98
Timing Repair Buffer                  195                   26.5
Clock inverter                          1                  0.466
Sequential cell                        20                   7.77
Inverter                              216                   13.0
Multi-Input combinational cell        197                   49.7
Clock buffer                            3                  0.641
report_power, final:
part           switching (W)  internal, W
sequential          0.000101      0.00143
clock               0.000263     0.000534
combinational         0.0119       0.0132
total                 0.0122       0.0152
layout by cell type, fill, tap and decap left out, drive strengths merged, types with 3 or more instances in the layout:
cell type	count
nor2	3
nand2	8
ha	19
a21oi	14
clkbuf	16
fa	95
clkdlybuf4s50	41
dfrtp	20
buf	87
o21ai	8
o211ai	3
conb	5
nand3	6
a21o	3
xor2	9
xnor2	3
dlygate4sd2	30
clkdlybuf4s15	5
dlymetal6s2s	19
inv	216
sequential cells by signal (all words and copies together), names as in the netlist:
signal and cells:
data_out 19, data_out_en 1
timing repair:
action	4_1_cts	5_1_grt
pin swaps	113	90
buffers inserted	9	8
setup endpoints to repair	39	25
endpoints found under the hold margin	0	0
resized	316	105
hold buffers	0	0
cells in the mapped netlist, drive strengths merged, types with 2 or more instances:
library cell,instances,area share [%]
xnor2,3,0.65
o21bai,2,0.37
nand3,6,0.74
nor2,3,0.28
inv,216,20
ha,19,5.9
a31o,2,0.65
a21oi,14,1.7
nand2,8,0.80
o211ai,3,0.68
xor2,9,1.9
fa,95,47
a211oi,2,0.37
buf,7,1.3
a21o,3,0.56
nor3,2,0.37
o21ai,8,1.1
dfrtp,20,12
a31oi,2,0.68
per-stage QoR:
step           hold slack [ns]  TNS, ns  area [um2]  cells
2_1_floorplan          -0.0956   -43.32        4130    440
3_3_place_gp             0.527   -56.69        5920    714
3_5_place_dp             0.533   -56.99        5920    714
4_1_cts                  0.259   -43.18        6290    727
5_1_grt                  0.286   -44.68        6440    734
6_report                 0.273   -43.05        6440    734
worst min path at each step:
stage        from               endpoint
6_report  aresetn  data_out[3]$_DFF_PN0_
4_1_cts   aresetn  data_out[3]$_DFF_PN0_
5_1_grt   aresetn  data_out[3]$_DFF_PN0_
worst max-delay path: cells and delay by family:
family	cells	cell delay, ns
AND-OR/OR-AND	4	0.76
adder cells (fa/ha/maj)	6	2.60
AND/OR/NAND/NOR	1	0.08
buffers and inverters	5	0.26
kinds of logic after synthesis:
family | Yosys count | share of synthesized area (%)
DFF | 20 | 12.4
AOI/OAI and AO/OA | 43 | 7.83
and+or+nand+nor | 23 | 2.82
adders and majority gates | 114 | 52.9
buffers and inverters | 223 | 21.4
other | 1 | 0.0927
xor gates and xnor gates | 12 | 2.60
per-layer routing:
metal | wire length [um] | vias to the layer above | GRT usage [%] | share of wire (%)
li1 | - | 1564 | - | -
met1 | 3570 | 1561 | 32.4 | 43
met2 | 4140 | 108 | 36.3 | 50
met3 | 490 | 6 | 3.54 | 5.9
met4 | 74 | 0 | 1.82 | 0.89
met5 | 0 | - | 0 | 0
