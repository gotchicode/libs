==> flow/design.v <==
module axis_rotate
#(
    parameter   DATA_WIDTH          = 64,
    parameter   USER_WIDTH          = 64
)
(
    input   logic                       aclk,
    input   logic                       aresetn,
    input   logic   [DATA_WIDTH-1:0]    s_axis_tdata,
    input   logic   [USER_WIDTH-1:0]    s_axis_tuser,
    input   logic                       s_axis_tvalid,
    output  logic                       s_axis_tready,
    input   logic                       s_axis_tlast,
    input   logic   [DATA_WIDTH/8-1:0]  s_axis_tkeep,
    output   logic  [DATA_WIDTH-1:0]    m_axis_tdata,
    output   logic  [USER_WIDTH-1:0]    m_axis_tuser,
    output   logic                      m_axis_tvalid,
    input    logic                      m_axis_tready,
    output   logic                      m_axis_tlast,
    output   logic  [DATA_WIDTH/8-1:0]  m_axis_tkeep
);
logic s_axis_tready_int;
logic m_axis_tvalid_int;
integer i;
always @(posedge aclk or negedge aresetn)
begin
    if(!aresetn) begin
        m_axis_tdata        <= {DATA_WIDTH{1'b0}};
        m_axis_tuser        <= {USER_WIDTH{1'b0}};
        m_axis_tvalid_int   <= 1'b0;
        m_axis_tlast        <= 1'b0;
        m_axis_tkeep        <= {DATA_WIDTH/8{1'b0}};
    end
    else begin
        if (s_axis_tready_int==1'b1) begin
            m_axis_tvalid_int   <= s_axis_tvalid;
            m_axis_tlast        <= s_axis_tlast;
            m_axis_tuser        <= s_axis_tuser;
            i = s_axis_tuser[$clog2(DATA_WIDTH/8)-1:0];
            if (s_axis_tuser[$clog2(DATA_WIDTH/8)-1:0]==0) begin
                m_axis_tdata <= s_axis_tdata;
                m_axis_tkeep <= s_axis_tkeep;
            end
            if (s_axis_tuser[$clog2(DATA_WIDTH/8)]==1'b0) begin
                m_axis_tdata <= (s_axis_tdata << i*8) | (s_axis_tdata >> DATA_WIDTH-i*8);
                m_axis_tkeep <= (s_axis_tkeep << i) | (s_axis_tkeep >> DATA_WIDTH/8-i);
            end
            if (s_axis_tuser[$clog2(DATA_WIDTH/8)]==1'b1) begin
                m_axis_tdata <= (s_axis_tdata >> i*8) | (s_axis_tdata << DATA_WIDTH-i*8);
                m_axis_tkeep <= (s_axis_tkeep >> i) | (s_axis_tkeep << DATA_WIDTH/8-i);
            end
        end
    end
end
assign s_axis_tready_int = m_axis_tready | ~m_axis_tvalid_int;
assign s_axis_tready = s_axis_tready_int;
assign m_axis_tvalid = m_axis_tvalid_int;
endmodule
==> flow/run.sh <==
#!/bin/bash
# OpenROAD 26Q1-2900-gdf79404cd8, Yosys 0.63+post, stock flow scripts
make -C /OpenROAD-flow-scripts/flow DESIGN_CONFIG=/design/flow/config.mk WORK_HOME=/design/flow/orfs finish
==> flow/config.mk <==
export PLATFORM = sky130hd
export DESIGN_NAME = axis_rotate
export DESIGN_NICKNAME = axis_rotate
export VERILOG_FILES = /design/flow/design.v
export SDC_FILE = /design/flow/constraint.sdc
export NUM_CORES = 4
export LEC_CHECK = 1
export CORE_UTILIZATION = 30
export SYNTH_HDL_FRONTEND = slang
==> flow/constraint.sdc <==
current_design axis_rotate

set clk_period 15.8
set clk_io_pct 0.2

create_clock -name clk0 -period $clk_period [get_ports {aclk}]

set non_clock_inputs [all_inputs -no_clocks]
set_input_delay [expr $clk_period * $clk_io_pct] -clock clk0 $non_clock_inputs
set_output_delay [expr $clk_period * $clk_io_pct] -clock clk0 [all_outputs]
==> summary.txt <==
Entry: Yosys synthesis followed by OpenROAD place and route.

Placement:
- The congestion estimate from routability-driven global placement came to 0.971.
- The run puts the count of buffers from port buffering at 279.
- The run puts the post-place setup slack at 7.29 ns.
- Per the placement report, the placed cell count is 2442.
- The run puts the placed wire-length estimate after detailed placement at 40600 um.

Synthesis:
- The run gives the primary flip-flop cell chosen by synthesis mapping as dfrtp_1.
- The run gives the number of cells produced by synthesis as 1754.
- The run puts the synthesized chip area reported by yosys at 0.0144 mm^2.
- The run gives the proportion of synthesized flip-flops having asynchronous set or reset as 100%.
- The run gives the number of warnings issued by yosys as 0.
- The run gives the netlist area before placement as 0.0144 mm^2.
- The run puts the flip-flop and latch count after synthesis at 138.
- Sequential cells were found to cover 24.0% of the synthesized design area.
- The run puts the number of standard cells reported by yosys at 1754.
- The run puts the number of distinct library cells after synthesis at 82.
- The run gives the number of synthesized flops with an enable pin as 0.
- The run puts the average cell area after synthesis at 8.19 um^2.

STA:
- For this run, the final setup violation count is recorded as 0.
- Looking at the max-slew report, the worst-margin pin has a slew of 1.14 ns.
- The run gives the highest clock rate as 117 MHz.
- The run puts the final worst-path cycle share at 54.0%.
- In the post-route analysis, the smallest setup slack over all paths is 7.26 ns.
- The run puts the max-slew violation count at 0.
- The final timing report lists a hold violation count of 0.
- The run gives the accumulated negative setup slack as 0 ns.
- The final timing report derives a shortest allowable period of 8.54 ns.
- The run gives the worst slew slack as a fraction of its limit as 23.2%.
- Setup repair after global routing left no endpoint under its margin.
- The run puts the clock skew after layout at 0.0122 ns.
- Final hold analysis gives a worst-case slack of 0.464 ns.

Worst setup path:
- The run gives the maximum fanout along the worst path as 63.
- STA classifies the critical path startpoint as an input port.
- The run puts the data arrival time of the critical path at 5.38 ns.
- The required time at the worst endpoint is listed as 12.64 ns.
- The worst register-to-register path has a depth of 8.
- The run puts the slack of the worst reg-to-reg path at 12.55 ns.
- Per STA, the highest per-stage delay on the worst path measures 0.69 ns.
- The run gives the most common cell type on the critical path as clkdlybuf4s50_1.
- For the worst reg-to-reg path, the endpoint reported by OpenROAD is m_axis_tdata[4].
- In the setup report, the worst path falls into the class in2out.
- For the worst reg-to-reg path, the startpoint reported by OpenROAD is m_axis_tvalid.
- The run gives the cell with the largest stage delay on the worst path as inv_4.
- In this run the critical path is formed by clkdlybuf4s50_1, nor2b_4, buf_4, inv_4, clkdlybuf4s50_1.
- The run gives the kind of end point of the critical path as a primary output.

Floorplan:
- The run gives the top-level I/O count as 280.
- The run puts the horizontal extent of the die at 221 um.
- The run puts the die height at 221 um.
- The run gives the row count as 79.
- The run gives the initial core utilization as 30.6%.
- The run gives the area of the core region as 0.0469 mm^2.
- After floorplanning, the die was sized to cover 0.0487 mm^2.

Detailed routing:
- The run gives the final routed wire length divided by cell count as 24.7 um.
- The detail route stage leaves a number of antenna-violating nets equal to 0.
- TritonRoute reported its final design rule violation total as 0.
- The run gives the violation count after the first detailed-routing iteration as 1951.
- The routed layout has 15139 vias.
- The run puts the total wirelength of the detailed-routed design at 61300 um.
- The run puts the ratio of routed vias to standard cells at 6.11.
- The run puts the number of iterations in the first detailed-routing pass at 26.

Finish:
- The run puts the post-route non-filler standard cell count at 2477.
- Compared with the post-synthesis result, the final layout area differs by 21.6%.
- The run puts the ratio of cells with drive above 1 in the final layout at 11.0%.

Clock tree:
- The run gives the cell resize tally after clock tree synthesis as 0.
- The run puts the maximum buffer depth of the clock tree at 2.
- In this run the number of H-tree levels came out at 4.
- The run puts the clock insertion delay at the later pin of the skew report at 0.46 ns.
- The cell sitting at the root of the clock tree is a clkbuf_16.
- The run puts the clock transition at the register clock pins on the worst setup and hold paths after CTS at 0.06 ns.
- TritonCTS built the clock tree.
- The run gives the number of clock buffers inserted by TritonCTS as 17.
- The run gives the number of clock sinks as 138.
- The run gives the total of hold buffers inserted after clock tree synthesis as 0.
- The run gives the number of setup buffers added after CTS as 0.

Worst hold path:
- Note that the worst hold path type here is reg2reg.
- STA lists the startpoint of the worst hold path as m_axis_tuser[36].
- The worst hold path passes through 2 cells.
- In the hold report, the worst path ends at m_axis_tuser[36].

Global route:
- Entering global routing, the biggest net connects 78 pins.
- The run gives the number of antenna violations at the first check in global routing as 4.
- The first global-routing pass estimated 90400 um of wire.
- The run gives the number of global-route vias before repair as 14014.
- The run gives the leftover overflow at the end of global routing as 0.
- In the global route stage, overall resource usage came out at 25.1%.

Flow run:
- The run puts the total number of warnings across the stage logs at 25.
- The run gives the number of violations of the max-capacitance limit as 0.

Outcome:
- The flow ran to the end, and the final reports show no timing, DRC or antenna violations.

Pwr:
- The run puts the worst IR drop on VDD at 0.0830 mV.
- The run puts the power density relative to cell area at 80.8 mW/mm^2.
- The power report puts the leakage power at 7.07 nW.
## cell usage after synthesis, drive strengths merged (10+ instances only)
cell     number  area, um^2
or3          15        93.8
o221ai       10        87.6
nor3         21         116
a32oi        16         140
o21ai       110         562
mux4         23         518
o31ai        21         163
buf         127         961
nor3b        18         151
clkbuf      113         427
nand2       318        1210
nor2b        12        75.1
a31oi        25         156
o211ai       34         255
o22ai        66         413
o2bb2ai      23         245
nand3        11        55.1
nand2b       18         113
dfrtp       138        3450
a221o        22         220
mux2         69         788
a21oi        80         408
a21boi       13         101
a22oi        21         158
inv          13        51.3
mux2i       210        2110
a211oi       36         270
a2111oi      11        97.6
nor2         92         350
## per-layer routing
| metal | vias to the layer above | track usage (%) | share of wire, % |
|---|---|---|---|
| met3 | 154 | 7.75 | 13 |
| met4 | 2 | 8.79 | 4.2 |
| met2 | 1073 | 36.5 | 43 |
| li1 | 6670 | - | - |
| met5 | - | 0.707 | 0.073 |
| met1 | 7240 | 35.3 | 40 |
## state kept, by name (all words and copies together), names as in the netlist
register / cells
m_axis_tlast: 1
m_axis_tvalid: 1
m_axis_tkeep: 8
m_axis_tdata: 64
m_axis_tuser: 64
## metrics by stage
stage          utilization [%]  power (mW)  instance area, um^2
3_3_place_gp              36.0       0.996                16900
3_5_place_dp              36.0       0.998                16900
2_1_floorplan                -       0.749                14400
5_1_grt                   37.3        1.49                17500
4_1_cts                   37.3        1.42                17500
6_report                  37.3        1.41                17500
## layout by cell type (no fill, tap or decap), drive strengths merged, types with 6 or more instances in the layout
master,synthesis,routed
a2111oi,11,11
o31ai,21,21
a211o,6,6
mux2,69,69
nor2,92,92
or3,15,15
o32ai,8,8
a21oi,80,80
o21ai,110,110
nand2b,18,18
a21boi,13,13
buf,127,47
o211ai,34,34
o221ai,10,10
o22ai,66,66
nand2,318,318
mux4,23,23
a211oi,36,36
nor3b,18,18
a31oi,25,25
nor3,21,21
a2bb2oi,8,8
clkdlybuf4s50,0,274
a221o,22,22
nand3,11,11
clkbuf,113,18
a22oi,21,21
o2bb2ai,23,23
inv,13,21
mux2i,210,210
dfrtp,138,138
nor2b,12,12
a221oi,7,7
a32oi,16,16
## power breakdown
part	total, mW	switching [mW]	internal (mW)
combinational	0.562	0.298	0.264
clock	0.411	0.184	0.227
sequential	0.438	0.0346	0.403
## worst max-delay path, delay by kind of cell
family / cells / cell delay (ns)
AND/OR/NAND/NOR: 1 / 0.05
buffers and inverters: 4 / 2.10
## how the worst max path moves through the flow
stage	startpoint	endpoint	slack [ns]	cells after the start
5_1_grt	m_axis_tready	s_axis_tready	7.22	5
6_report	m_axis_tready	s_axis_tready	7.26	5
4_1_cts	m_axis_tready	s_axis_tready	7.29	5
## area by class of cell
| type | count | area [um^2] |
|---|---|---|
| sequential | 138 | 3450 |
| fill | 4648 | 29400 |
| clock inverter | 14 | 155 |
| clock buffer | 18 | 439 |
| multi-input combinational | 1362 | 9490 |
| tap | 607 | 759 |
| timing repair buffer | 321 | 3100 |
| inverter | 14 | 57.6 |
| antenna | 3 | 7.51 |
## kinds of logic (layout without fill, tap and decap cells)
| logic type | after synthesis | count (layout) | share of synthesized area, % |
|---|---|---|---|
| muxes | 302 | 302 | 23.8 |
| other | 0 | 3 | 0 |
| DFF | 138 | 138 | 24.0 |
| buffers and inverters | 254 | 367 | 10.0 |
| and+or+nand+nor | 518 | 518 | 15.7 |
| AOI/OAI and AO/OA | 539 | 539 | 26.1 |
| adders and majority gates | 1 | 1 | 0.0871 |
| xor gates and xnor gates | 2 | 2 | 0.253 |
No activity file was given, so power comes from the tool's default toggle rates.
